[/design/flow/config.mk]
export PLATFORM = sky130hd
export DESIGN_NAME = find_max_corr
export DESIGN_NICKNAME = find_max_corr
export VERILOG_FILES = /design/flow/design.v
export SDC_FILE = /design/flow/constraint.sdc
export NUM_CORES = 4
export LEC_CHECK = 1
export CORE_UTILIZATION = 40
[/design/flow/constraint.sdc]
current_design find_max_corr

set clk_period 4.0
set clk_io_pct 0.2

create_clock -name clk0 -period $clk_period [get_ports {clk}]

set non_clock_inputs [all_inputs -no_clocks]
set_input_delay [expr $clk_period * $clk_io_pct] -clock clk0 $non_clock_inputs
set_output_delay [expr $clk_period * $clk_io_pct] -clock clk0 [all_outputs]
[/design/flow/design.v]
module find_max_corr
   (input           clk,
    input           reset_b,
    input [19:0]    corr,
    input [19:0]    thresh,
    output reg      strobe,
    output reg      ena_message
    );
localparam LENGTH_CHIP = 10;
localparam LENGTH_FIND = 6*LENGTH_CHIP;
localparam LENGTH_CORR = 6*LENGTH_CHIP+3;
localparam LENGTH_LOCK = 130*LENGTH_CHIP;
localparam END_MESSAGE = 123*LENGTH_CHIP+3;
reg find;
reg lock;
reg start_find;
reg start_lock;
always @ (posedge clk, negedge reset_b)
    if(~reset_b)  begin
        start_find <= 1'b0;
        start_lock <= 1'b0;
    end else  begin
        if ((corr>thresh)&(~lock)) begin
            start_find <= 1'b1;
            start_lock <= 1'b1;
        end else begin
            start_find <= 1'b0;
            start_lock <= 1'b0;
        end
    end
reg [15:0] cnt_find;
always @ (posedge clk, negedge reset_b)
    if(~reset_b) begin
        cnt_find <= 16'hffff;
    end else  begin
        if (start_find) begin
            cnt_find <= 16'd0;
        end else if (cnt_find == LENGTH_FIND) begin
            cnt_find <= 16'hffff;
        end else begin
            cnt_find <= cnt_find + ~&cnt_find;
        end
    end
reg [15:0] cnt_lock;
always @ (posedge clk, negedge reset_b)
    if(~reset_b) begin
        cnt_lock <= 16'hffff;
    end else  begin
        if (start_lock) begin
            cnt_lock <= 16'd0;
        end else if (cnt_lock == LENGTH_LOCK) begin
            cnt_lock <= 16'hffff;
        end else begin
            cnt_lock <= cnt_lock + ~&cnt_lock;
        end
    end
always @ (posedge clk, negedge reset_b)
    if(~reset_b) begin
        find <= 1'b0;
        lock <= 1'b0;
    end else begin
        find <= ~&cnt_find;
        lock <= ~&cnt_lock;
    end
reg [31:0] corr_reg0, corr_reg1, corr_reg2;
always @ (posedge clk, negedge reset_b)
    if(~reset_b) begin
        corr_reg0 <= 32'd0;
        corr_reg1 <= 32'd0;
        corr_reg2 <= 32'd0;
    end else begin
        corr_reg0 <= corr;
        corr_reg1 <= corr_reg0;
        corr_reg2 <= corr_reg1;
    end
reg [31:0] corr_max;
wire new_max = (corr_reg1 > corr_max) & find;
always @ (posedge clk, negedge reset_b)
    if(~reset_b) begin
        corr_max <= 32'd0;
    end else  begin
        if (find) begin
            corr_max <= (new_max) ? corr_reg1 : corr_max;
        end else begin
            corr_max <= 32'd0;
        end
    end
reg [15:0] cnt_corr;
always @ (posedge clk, negedge reset_b)
    if(~reset_b) begin
        cnt_corr <= 16'd0;
    end else  begin
        if (new_max)
            cnt_corr <= LENGTH_CORR;
        else
            cnt_corr <= cnt_corr - |cnt_corr;
    end
wire start_message = (cnt_corr==16'd1);
reg [19:0] corr_curr;
reg [19:0] corr_early;
reg [19:0] corr_late;
always @ (posedge clk, negedge reset_b)
    if(~reset_b) begin
        corr_curr   <= 20'd0;
        corr_early  <= 20'd0;
        corr_late   <= 20'd0;
    end else  begin
        if (find) begin
            corr_curr   <= (new_max) ? corr_reg1 : corr;
            corr_early  <= (new_max) ? corr_reg2 : corr_early;
            corr_late   <= (new_max) ? corr_reg0 : corr_late;
        end
    end
reg [15:0] cnt_symb;
wire end_message;
always @ (posedge clk, negedge reset_b)
    if(~reset_b) begin
        cnt_symb <= 16'hffff;
        strobe <= 1'b0;
    end else  begin
        if (lock) begin
            if (start_message | (cnt_symb == (LENGTH_CHIP/2-1)))
                cnt_symb <= 16'd0;
            else
                cnt_symb <= cnt_symb + ~&cnt_symb;
        end else begin
            cnt_symb <= 16'hffff;
        end
        strobe <= (cnt_symb == 16'd2) & ena_message;
    end
assign end_message = (cnt_lock == END_MESSAGE);
always @ (posedge clk, negedge reset_b)
    if(~reset_b) begin
        ena_message <= 1'b0;
    end else  begin
        if (lock) begin
            if (start_message)
                ena_message <= 1'd1;
            else if (end_message)
                ena_message <= 1'd0;
            else
                ena_message <= ena_message;
        end else begin
            ena_message <= 1'd0;
        end
    end
endmodule
[/design/flow/run.sh]
#!/bin/bash
# OpenROAD 26Q1-2900-gdf79404cd8, Yosys 0.63+post, stock flow scripts
make -C /OpenROAD-flow-scripts/flow DESIGN_CONFIG=/design/flow/config.mk WORK_HOME=/design/flow/orfs finish
==> results_slide.txt <==
Implementation Results

Run status
  – Status: finished, final reports clean

Synth
  – Mapped Cells: 614
  – Cell count listed in synth_stat.txt: 614
  – Mapped cell area: about 6400 um2
  – Ys flops: 129
  – Synth warnings: 1
  – Ys async rst share: 100%
  – Seq share, synth: 51.2%
  – Number of enable flip-flop cells: 0
  – Netlist cell types: between 40 and 50
  – Syn Area/Cell: 10.5 um2
  – Area reported by Yosys stat: 6420 um2
  – Commonest flop: dfrtp_1

Clock network
  – CTS resizes: 0
  – CTS root buffer: clkbuf_16
  – CTS tree: yes
  – Clock Path Buffers: 2
  – Cts hold-fix bufs: 0
  – Num CTS Buffers: 17
  – Setup Buffers After CTS: 0
  – CTS sink count: about 130
  – Clock transition at path regs: 0.06 ns
  – Latency at later pin: a little over 0.4 ns
  – H-tree levels: 4

Finish
  – Layout Cells excl Fill: 883
  – Design area: about 7700 um2
  – Synth-to-layout area growth: 19.9%
  – Share of layout cells above drive strength 1: 12.9%

Worst setup path
  – Capturing element type of the critical path: flip-flop
  – CP arrival: 3.10 ns
  – Crit Path Category: flip-flop to flip-flop
  – Startpoint types: flip-flop
  – CP max FO: 21
  – CP Data Required Time: between 4 and 5 ns

Placed design
  – Cell Area, Placed: 7050 um2
  – Dpl cells: 851
  – I/O Buffers: between 40 and 50
  – GPL Wtd Cong: 0.825
  – DP HPWL: 8150 um

Power
  – Pwr dens: 649 nW/um2
  – Reg power frac: between 40 and 50%
  – Sw frac: 29.7%
  – Worst VDD drop: 0.000415 V
  – Leakage power: approximately 3.4 nW
  – Comb pwr share: 25.3%
  – Internal Pwr Total: 3.51 mW
  – Psw: 1.48 mW
  – Clk pwr share: between 30% and 40%

GRT
  – First-pass GRT wire length: 21500 um
  – Initial antenna violation count: 0
  – Largest net degree at the start of global routing: 85
  – Grt ovf: 0
  – GRT Total Usage: 16.8%
  – Number of global-route vias before repair: approximately 4400

STA
  – Least-Margin Pin Slew: between 0.6 and 0.7 ns
  – Setup-failing EPs final: 0
  – Fin crit share: 69.3%
  – Setup_tns: 0 ns
  – Maximum operating frequency: 361 MHz
  – Final hold violation count: 0
  – Worst Skew: 0.00534 ns
  – Min Tclk post-route: approximately 2.8 ns
  – RSZ-0062 raised after global routing: no
  – Max Transition Viols Final: 0
  – Rel. slew slack: 54.8%

Route
  – Via density: between 5 and 6
  – Vias: 4438
  – DRT antenna net count: 0
  – Iteration tally of the first detailed-router pass: 5
  – Residual DRC: 0
  – Drt total wl: 12200 um
  – DR iter-0 viols: ~230
  – Drt wl/cell: around 14 um
  – N_diodes: 0

Floorplanning
  – Die Wd: around 130 um
  – Core area: 15400 um2
  – Die Size: 16600 um2
  – IO Pins: 44
  – Initial cell density of the core: 41.6%
  – Die Y: approximately 130 um
  – Site Rows: 45

Job
  – Max Cap Violations: 0
  – Tool warnings: 25

Min path
  – Hold/Removal Path Class: flip-flop to flip-flop
path summary, 6_finish.rpt:
kind                                              start                 endpoint  slack, ns  cells past startpoint
worst max-delay path            corr_reg1[13]$_DFF_PN0_  corr_max[4]$_DFFE_PN0P_       1.23                      7
worst min-delay path            corr_reg0[17]$_DFF_PN0_  corr_reg1[17]$_DFF_PN0_       0.35                      0
worst max register to register  corr_reg1[13]$_DFF_PN0_  corr_max[4]$_DFFE_PN0P_       1.23                      7
worst min register to register  corr_reg0[17]$_DFF_PN0_  corr_reg1[17]$_DFF_PN0_       0.35                      0
max in group asynchronous                       reset_b   cnt_symb[13]$_DFF_PN1_       2.75                      2
min in group asynchronous                       reset_b   corr_reg0[6]$_DFF_PN0_       0.40                      1
power by group through the flow:
stage / sequential (mW) / clock (mW) / combinational (mW)
6_report: 2.05 / 1.68 / 1.27
5_1_grt: 2.10 / 1.78 / 1.46
4_1_cts: 2.05 / 1.71 / 1.28
cell usage in the layout (no fill, tap or decap), types with 3 or more instances in the layout:
master / count
and3_1: 8
nand4_1: 17
nor2_1: 26
ha_1: 48
or3_1: 7
dfstp_2: 48
xor2_1: 27
bufinv_16: 5
clkdlybuf4s50_1: 42
and4_1: 7
clkbuf_16: 17
a21o_1: 10
or4_1: 4
mux2i_1: 20
inv_1: 52
nand3_1: 20
nor3_1: 8
o21ai_0: 24
o21a_1: 5
xnor2_1: 26
nand2_1: 68
clkinv_2: 3
a21oi_1: 48
buf_4: 3
nor4_1: 14
dfrtp_1: 81
stage by stage:
stage | hold WS [ns] | total power, mW | utilization [%] | setup slack, ns
2_1_floorplan | 0.331 | 3.03 | - | 1.47
3_3_place_gp | 0.334 | 3.29 | 45.7 | 1.01
3_5_place_dp | 0.335 | 3.32 | 45.7 | 0.984
4_1_cts | 0.347 | 5.04 | 49.9 | 1.25
5_1_grt | 0.352 | 5.34 | 49.9 | 1.08
6_report | 0.345 | 5.00 | 49.9 | 1.23
state kept, by name, summed over array words and instances, names as in the netlist, 16 cells and up:
register and cells:
cnt_symb 16, cnt_corr 16, corr_max 20, corr_reg0 20, cnt_find 16, cnt_lock 16, corr_reg1 20
synth_stat cells (4+ instances only):
library cell,n,area share (%)
dfrtp_1,81,32
nand2_1,68,4.0
inv_1,52,3.0
a21oi_1,48,3.7
dfstp_2,48,20
ha_1,48,9.4
xor2_1,27,3.7
nor2_1,26,1.5
xnor2_1,26,3.5
o21ai_0,24,1.9
mux2i_1,20,3.1
nand3_1,20,1.6
clkbuf_1,17,0.99
nand4_1,17,1.7
nor4_1,14,1.4
a21o_1,10,1.2
and3_1,8,0.78
nor3_1,8,0.62
and4_1,7,0.96
or3_1,7,0.68
o21a_1,5,0.58
or4_1,4,0.47
per-layer routing:
| layer | routed length [um] | vias up | global-route usage [%] |
|---|---|---|---|
| li1 | - | 2206 | - |
| met1 | 5980 | 2163 | 26.3 |
| met2 | 5720 | 57 | 26.3 |
| met3 | 392 | 12 | 3.13 |
| met4 | 131 | 0 | 1.80 |
| met5 | 0 | - | 0 |
critical path, stage by stage (launching register included):
cell,delay (ns)
dfrtp_1,0.39
ha_1,0.31
nand4_1,0.15
or4_1,0.59
a21o_1,0.20
a31oi_4,0.57
buf_12,0.26
mux2i_1,0.21
final cells by class:
class,count,area [um2]
Clock buffer,21,460
Clock inverter,11,184
Fill cell,1360,7730
Inverter,52,195
Multi-Input combinational cell,412,2820
Sequential cell,129,3290
Tap cell,211,264
Timing Repair Buffer,47,483
cell families (layout without fill, tap and decap cells):
family	count (synthesis)	count (layout)	synth area share, %
mux	20	20	3.12
compound gates	99	99	9.12
flops	129	129	51.2
buf+inv	73	131	4.85
fa+ha+maj	48	48	9.36
simple gates	192	192	15.1
xor+xnor	53	53	7.23
Power and IR drop assume default switching activity.
