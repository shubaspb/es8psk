==> flow/design.v <==
module fir_filter
   #(parameter W = 20)
   (input           clk,
    input           reset_b,
    input  [W-1:0]  data_input,
    output [W-1:0]  data_output);
localparam N = 24;     
localparam WC = 18;
wire signed [WC-1:0] coef [0:63];
assign coef [0  ] = 18'd0 +454;
assign coef [1  ] = 18'd0 -342;
assign coef [2  ] = 18'd0 -1479;
assign coef [3  ] = 18'd0 -1138;
assign coef [4  ] = 18'd0 +2580;
assign coef [5  ] = 18'd0 +6289;
assign coef [6  ] = 18'd0 +2017;
assign coef [7  ] = 18'd0 -11143;
assign coef [8  ] = 18'd0 -18470;
assign coef [9  ] = 18'd0 -1403;
assign coef [10 ] = 18'd0 +38404;
assign coef [11 ] = 18'd0 +72928;
assign coef [12 ] = 18'd0;
assign coef [13 ] = 18'd0;
assign coef [14 ] = 18'd0;
assign coef [15 ] = 18'd0;
assign coef [16 ] = 18'd0;
assign coef [17 ] = 18'd0;
assign coef [18 ] = 18'd0;
assign coef [19 ] = 18'd0;
assign coef [20 ] = 18'd0;
assign coef [21 ] = 18'd0;
assign coef [22 ] = 18'd0;
assign coef [23 ] = 18'd0;
assign coef [24 ] = 18'd0;
assign coef [25 ] = 18'd0;
assign coef [26 ] = 18'd0;
assign coef [27 ] = 18'd0;
assign coef [28 ] = 18'd0;
assign coef [29 ] = 18'd0;
assign coef [30 ] = 18'd0;
assign coef [31 ] = 18'd0;
assign coef [32 ] = 18'd0;
assign coef [33 ] = 18'd0;
assign coef [34 ] = 18'd0;
assign coef [35 ] = 18'd0;
assign coef [36 ] = 18'd0;
assign coef [37 ] = 18'd0;
assign coef [38 ] = 18'd0;
assign coef [39 ] = 18'd0;
assign coef [40 ] = 18'd0;
assign coef [41 ] = 18'd0;
assign coef [42 ] = 18'd0;
assign coef [43 ] = 18'd0;
assign coef [44 ] = 18'd0;
assign coef [45 ] = 18'd0;
assign coef [46 ] = 18'd0;
assign coef [47 ] = 18'd0;
assign coef [48 ] = 18'd0;
assign coef [49 ] = 18'd0;
assign coef [50 ] = 18'd0;
assign coef [51 ] = 18'd0;
assign coef [52 ] = 18'd0;
assign coef [53 ] = 18'd0;
assign coef [54 ] = 18'd0;
assign coef [55 ] = 18'd0;
assign coef [56 ] = 18'd0;
assign coef [57 ] = 18'd0;
assign coef [58 ] = 18'd0;
assign coef [59 ] = 18'd0;
assign coef [60 ] = 18'd0;
assign coef [61 ] = 18'd0;
assign coef [62 ] = 18'd0;
assign coef [63 ] = 18'd0;
reg signed [W-1:0] data_input_reg;
always @(posedge clk, negedge reset_b)
    if (!reset_b)
        data_input_reg <= 'd0;
    else
        data_input_reg <= data_input;
reg signed [W-1:0] rg [0:N-1];
always @(posedge clk) begin : line_delay
    integer i;
    rg[0] <= data_input_reg;
    for(i=0; i<(N-1); i=i+1)
        rg[i+1] <= rg[i];
end
reg signed [W:0] add_0 [0:N/2-1];
reg signed [W+WC-1:0] mult [0:N/2-1];
always @(posedge clk) begin : add_mult
    integer i;
    for (i=0; i<N/2; i=i+1) begin
        add_0[i] <= rg[i] + rg[N-1-i];
        mult[i] <= add_0[i] * coef[i];
    end
end
reg signed [W+WC-1:0] add_1 [0:N/4-1];
always @(posedge clk)  begin : adder_1
    integer i;
    for (i=0; i<N/4; i=i+1)
        add_1[i] <= mult[i] + mult[N/2-1-i];
end
reg signed [W+WC-1:0] add_2;
always @(*) begin : adder_2
    integer i;
    add_2 = 'd0;
    for (i=0; i<N/4; i=i+1)
        add_2 = add_2 + add_1[i];
end
reg [N+3:0] rst_rg;
always @(posedge clk, negedge reset_b)
    if (!reset_b)
        rst_rg[N+3:0] <= 'd0;
    else
        rst_rg[N+3:0] <= {rst_rg[N+2:0], reset_b};
wire rst_n = rst_rg[N+2];
reg signed [W-1:0] add_3;
always @(posedge clk, negedge rst_n) begin
    if (!rst_n)
        add_3 <= 'd0;
    else
        add_3 <= add_2[W+WC-1:WC]+$signed(add_2[WC-1]);
end
assign data_output = add_3;
endmodule
==> flow/run.sh <==
#!/bin/bash
# OpenROAD 26Q1-2900-gdf79404cd8, Yosys 0.63+post, stock flow scripts
make -C /OpenROAD-flow-scripts/flow DESIGN_CONFIG=/design/flow/config.mk WORK_HOME=/design/flow/orfs finish
==> flow/config.mk <==
export PLATFORM = sky130hd
export DESIGN_NAME = fir_filter
export DESIGN_NICKNAME = fir_filter
export VERILOG_FILES = /design/flow/design.v
export SDC_FILE = /design/flow/constraint.sdc
export NUM_CORES = 4
export LEC_CHECK = 1
export CORE_UTILIZATION = 50
==> flow/constraint.sdc <==
current_design fir_filter

set clk_period 1.0
set clk_io_pct 0.2

create_clock -name clk0 -period $clk_period [get_ports {clk}]

set non_clock_inputs [all_inputs -no_clocks]
set_input_delay [expr $clk_period * $clk_io_pct] -clock clk0 $non_clock_inputs
set_output_delay [expr $clk_period * $clk_io_pct] -clock clk0 [all_outputs]
==> impl_metrics.yaml <==
# yosys + openroad results
outcome:
  status: "finished with violations"
  violations: "setup timing"
placed_design:
  post-place-ws_ns: -4.665
  place_area_um2: 143300
  place_hpwl_um: 282000
  dp_cells: 16960
  gp_congestion: 1.008
  io_buffer_count: 41
synth:
  ys_area_um2: 110200
  synth_stat.cells: 10990
  syn_avg_cell_area_um2: 10.03
  ff_type: "dfxtp_1"
  xor_area_share_pct: 6.205
  mux_area_share_pct: 0.3439
  synth-seq-cells: 1417
  async_reset_ff_share_pct: 4.728
  yosysUniqueCellTypes: 85
  ys_seq_share_pct: 26.04
  ys_sh_aoi_pct: 10.03
  top_logic_kind: "adder cells"
  synthCells: 10990
  topCellsByArea: "dfxtp_1, ha_1, fa_1"
  edf_count: 0
  synth-simple-area-share_pct: 6.655
  top_cell_area_share_pct: 24.52
  largest_area_cell: "dfxtp_1"
  ys_sh_adder_pct: 42.33
  syn_area_um2: 110200
  ys_warn_count: 5
floorplan:
  die-area_um2: 222300
  dieHeight_um: 471.5
  fp_util_pct: 50.56
  num_rows: 171
  die_w_um: 471.5
  ios: 42
  core_um2: 218000
cts:
  cts.sinks: 1417
  clk_latency_ns: 0.85
  cts_buffer_depth: 3
  h-tree-depth: 4
  clk_pin_slew_ns: 0.06
  tritoncts: "done"
  cts_root_buf: "clkbuf_16"
  cts_buffers: 167
worst_setup_path:
  crit_fanout: 4
  r2r_cells: 20
  cp.required_ns: 1.72
  cp-end-kind: "flop"
  crit_path_start_kind: "flop"
  cp.arrival_ns: 6.22
  reg2reg_to: "mult[8][36]"
  worstSetupPathType: "reg2reg"
  reg2reg_slack_ns: -4.50
  rr_startpoint: "add_0[8][9]"
routing:
  drt_first_pass_iters: 5
  drc: 0
  via_per_inst: 4.877
  wl_met2_um: 151200
  routed.top_layer: "met5"
  wl_um: 326500
  drtIter0Drc: 3276
  wl_met3_um: 22780
  routed-via-count: 84940
  antenna_left: 0
  drt-wirelength-per-cell_um: 18.75
  wl_met1_um: 138500
job:
  maxCapViolCount: 0
  warnings: 151
global_route:
  antenna_found_initial: 38
  grt_pass1_vias: 89960
  grt_pass1_wl_um: 507700
  grt_max_degree: 44
  grt.overflow.total: 0
  globalRouteTotalUtil_pct: 31.97
cells_and_area:
  fillers: 15410
  stdcell_area_um2: 152900
  area.sequential_um2: 29120
  regMostFlops: "rg"
  final-comb-area_um2: 79700
  synthToLayoutAreaGrowth_pct: 38.75
  fin_cells: 17420
  largest_reg_flops: 480
  reg_top3: "rg: 480 flops, mult: 399 flops, add_0: 252 flops"
  drive_gt1_share_pct: 33.66
timing:
  fmax_mhz: 181.8
  slew_viol_final: 0
  post-route-period-util_pct: 550.1
  grt_setup_unrepaired: "yes"
  timing.final.ws_setup_ns: -4.501
  finClkSkew_ns: 0.04955
  tightest_slew_ns: 0.6472
  maxSlewHeadroom_pct: 56.17
  fin_crit_ns: 5.501
  hold_viol: 0
  finalSetupViolCount: 845
min_path:
  hold_path_class: "in2async"
worst max-delay path: stages, from the launching register on:
cell,delay (ns)
dfxtp_4,0.34
buf_6,0.12
buf_6,0.12
fa_1,0.46
fa_1,0.54
fa_1,0.43
fa_1,0.48
fa_1,0.53
inv_2,0.04
fa_1,0.51
inv_2,0.05
ha_4,0.27
and2_4,0.15
o2111ai_4,0.12
a211oi_2,0.32
o2111ai_2,0.19
a31oi_4,0.27
a21boi_1,0.10
o21ai_1,0.13
a21oi_1,0.08
xnor2_1,0.13
placed cells by master, fill, tap and decap left out, types with 61 or more instances in the layout:
| cell | count |
|---|---|
| a21o_1 | 234 |
| a21oi_1 | 321 |
| a21oi_2 | 216 |
| and3_1 | 69 |
| buf_4 | 3102 |
| buf_6 | 77 |
| clkbuf_16 | 173 |
| dfrtp_1 | 67 |
| dfxtp_1 | 1175 |
| dfxtp_2 | 97 |
| dfxtp_4 | 78 |
| fa_1 | 1100 |
| ha_1 | 1580 |
| ha_4 | 286 |
| inv_1 | 2277 |
| inv_2 | 132 |
| nand2_1 | 284 |
| nand2b_1 | 88 |
| nand3_1 | 103 |
| nor2_1 | 441 |
| nor2b_1 | 69 |
| nor3_1 | 143 |
| o21a_1 | 118 |
| o21ai_0 | 152 |
| o21ai_1 | 122 |
| o21bai_1 | 61 |
| xnor2_1 | 553 |
| xor2_1 | 185 |
cell type report:
| type | instances | share of cell area, % |
|---|---|---|
| multi-input combinational | 7110 | 52.11 |
| sequential | 1417 | 19.04 |
| timing repair buffer | 3282 | 16.73 |
| inverter | 2428 | 5.992 |
| clock buffer | 215 | 3.078 |
| tap | 2854 | 2.335 |
| clock inverter | 97 | 0.6937 |
| antenna | 14 | 0.02291 |
per-layer routing:
layer  GRT usage [%]  vias up
met2           49.95     1508
met3           8.827      418
li1                -    42510
met5               0        -
met1           44.69    40490
met4           10.20       14
synthesized netlist by cell type (all sizes together), types with 17 or more instances:
cell type,number
or2,34
a21boi,32
o21ai,325
nand3,122
ha,1897
nor2b,84
a211o,24
nand2,306
dfxtp,1350
o211ai,39
dfrtp,67
nand2b,94
nor3,167
a31oi,44
a211oi,59
nor2,482
o31ai,29
a21o,234
o21a,120
mux2i,21
clkbuf,35
and2,44
inv,2426
a21oi,553
o31a,17
o41ai,23
nand4,24
xor2,194
and3,77
o21bai,65
fa,1145
xnor2,587
or3,43
through the flow:
step	TNS, ns	utilization, %	hold slack, ns
after floorplan	-1387.56	-	-0.09559
after global placement	-1731.24	65.71	0.08295
after detailed placement	-1730.46	65.71	0.08131
after CTS	-1755.07	69.65	0.1950
after global routing	-1869.06	70.14	0.2646
final	-1754.90	70.15	0.1946
cells by family (layout without fill, tap and decap cells):
group,count (synthesis),count (layout)
compound gates,1723,1723
xor+xnor,781,781
fa+ha+maj,3042,3042
buf+inv,2466,6022
flops,1417,1417
mux,36,36
other cells,0,14
simple gates,1528,1528
timing repair:
item                       4_1_cts  5_1_grt
hold buffers                    22        0
pin swaps                      327      202
gates resized                  395      188
setup endpoints to repair      846      848
setup buffers                   96       56
hold endpoints to repair        68        0
worst max path at each step:
stage             end  cells after the start  slack (ns)         from
4_1_cts   mult[8][36]                     20       -4.55  add_0[8][9]
5_1_grt   mult[8][36]                     20       -4.70  add_0[8][9]
6_report  mult[8][36]                     20       -4.50  add_0[8][9]
